<file path="flow/run.sh">
#!/bin/bash
# OpenROAD 26Q1-2900-gdf79404cd8, Yosys 0.63+post, stock flow scripts
make -C /OpenROAD-flow-scripts/flow DESIGN_CONFIG=/design/flow/config.mk WORK_HOME=/design/flow/orfs finish
</file>
<file path="flow/config.mk">
export PLATFORM = sky130hd
export DESIGN_NAME = RegFile
export DESIGN_NICKNAME = RegFile
export VERILOG_FILES = /design/flow/design.v
export SDC_FILE = /design/flow/constraint.sdc
export NUM_CORES = 4
export LEC_CHECK = 1
export CORE_UTILIZATION = 30
</file>
<file path="flow/constraint.sdc">
current_design RegFile

set clk_period 8.5
set clk_io_pct 0.2

create_clock -name clk0 -period $clk_period [get_ports {CLK}]

set non_clock_inputs [all_inputs -no_clocks]
set_input_delay [expr $clk_period * $clk_io_pct] -clock clk0 $non_clock_inputs
set_output_delay [expr $clk_period * $clk_io_pct] -clock clk0 [all_outputs]
</file>
<file path="flow/design.v">
module RegFile #(
    parameter A_WIDTH = 5,
    D_WIDTH = 32
) (
    input logic CLK,
    input logic WE3,
    input logic [A_WIDTH-1:0] A1,
    input logic [A_WIDTH-1:0] A2,
    input logic [A_WIDTH-1:0] A3,
    input logic [D_WIDTH-1:0] WD3,
    output logic [D_WIDTH-1:0] RD1,
    output logic [D_WIDTH-1:0] RD2,
    output logic [D_WIDTH-1:0] a0
);
  logic [D_WIDTH-1:0] REG_FILE[2**A_WIDTH-1:0];
  initial for (int i = 0; i < $size(REG_FILE); i++) REG_FILE[i] = 32'b0;
  always_comb begin
    a0  = REG_FILE[10];
    RD1 = REG_FILE[A1];
    RD2 = REG_FILE[A2];
  end
  always_ff @(posedge CLK) if (WE3) REG_FILE[A3] <= WD3;
endmodule
</file>
==> impl_metrics.tcl <==
# collected from the flow reports
set metrics [dict create \
    status "finished, final reports clean" \
    die_w_um 405 \
    cpPeakStageDelay_ps 630 \
    max_freq_mhz 154 \
    cts_tree "built" \
    path_cells "clkdlybuf4s50_1 > or2_2 > buf_4 > nor3_1 > a31oi_1 > nand3_1 > clkdlybuf4s50_1" \
    crit_type "input pin to output pin" \
    core_area_um2 161000 \
    die_h_um 405 \
    clkSinkCount 1024 \
    gr-total-overflow 0 \
    clk_path_buf_depth 3 \
    layout_top_cells "1024 x edfxtp_1, 1024 x mux2i_1, 194 x nand3_1, 193 x nand2_1" \
    crit_family "buffers and inverters" \
    leakagePower_nw 20.2 \
    setup_viol_count_final 0 \
    wire_per_inst_um 27.0 \
    holdWs_ps 1830 \
    wl_met1_um 57000 \
    critPathSlowestCell "or2_2" \
    top_register "REG_FILE" \
    largest_register_ffs 1024 \
    grt_use_total 0.197 \
    combGateArea_um2 16800 \
    path_buffers 3 \
    ys_chip_area_um2 48800 \
    maxSlewViolCount 0 \
    drive_above_1_share 0.0898 \
    globalplace.congestion 0.872 \
    initCoreUtil 0.303 \
    ant_nets 0 \
    dr.pass1.iters 5 \
    min_to "REG_FILE[10][18]$_DFFE_PP_" \
    chipArea_um2 164000 \
    crit_required_ps 6800 \
    path_common_cell "clkdlybuf4s50_1" \
    vias 31000 \
    timing.final.hold_violations 0 \
    grt_pass1_wl_um 221000 \
    hold_buffers 0 \
    synthesis.area_um2 48800 \
    rsz0062_at_grt "false" \
    warning_count 26 \
    cts_root_buf "clkbuf_16" \
    fin_crit_sh 0.765 \
    fin_cells 5747 \
    min_from "WD3[18]" \
    power.density_nw_per_um2 197 \
    cts_setup_buffers 0 \
    holdPathStages 2 \
    synthesis.instances 3386 \
    grt_pass1_vias 32100 \
    cp_max_fo 19 \
    viasPerCell 5.39 \
    startpoint "A1[4]" \
    area_growth_pct 14.9 \
    dp_cells 5563 \
    worst_pin_slew_ps 996 \
    drt_iter0_drc 2096 \
    grt_max_degree 95 \
    dp_hpwl_um 85800 \
    setup-tns-final_ps 0 \
    ys.flops 1024 \
    num_rows 147 \
    min_period_ps 6500 \
    dr_wl_met2_um 72100 \
    wl_met3_um 20300 \
    slew-limit-headroom 0.334 \
    clk_pin_slew_worst_paths_ps 60 \
    io_pins 145 \
    irDropWorstVdd_mv 0.147 \
    synth_area_per_cell_um2 14.4 \
    ys_warn_count 1 \
    cp.arrival_ps 4800 \
    synth_seq_share 0.631 \
    cts_buffers 100 \
    portBuffers 144 \
    fillerInstances 15100 \
    antenna_found_initial 11 \
    cts_resized 0 \
    synthDistinctLibCells 23 \
    max_cap_viol_count 0 \
    routed_wl_um 155000 \
    setup.worst_path.start_class "input pin" \
    largest_registers "REG_FILE x1024" \
    seqCellArea_um2 30700 \
    top_layer "met5" \
    hold_path_class "input pin to register" \
    drc_errors 0 \
    critPathCaptureType "output pin" \
    yosys_cells 3386 \
    htree_levels 3 \
]
## layout make-up
class,count,area share
Sequential cell,1024,0.549
Tap cell,2160,0.0482
Clock buffer,118,0.0470
Timing Repair Buffer,270,0.0466
Antenna cell,1,0.0000447
Multi-Input combinational cell,2109,0.300
Clock inverter,65,0.00958
## how the worst max path moves through the flow
| stage | cells after the start | to | slack (ps) |
|---|---|---|---|
| 6_report | 7 | RD1[15] | 2000 |
| 5_1_grt | 9 | RD2[29] | 1840 |
| 4_1_cts | 8 | RD1[4] | 2010 |
## kinds of logic (layout without fill, tap and decap cells)
family / count (synthesis) / count (layout) / share of synthesized area
AND-OR/OR-AND: 576 / 576 / 0.0805
buffers and inverters: 253 / 453 / 0.0315
flip-flops: 1024 / 1024 / 0.631
multiplexers: 1024 / 1024 / 0.210
other: 0 / 1 / 0
AND/OR/NAND/NOR: 509 / 509 / 0.0472
## synth_stat cells (all sizes together)
cell	count	area share
a21oi	192	0.020
nand2b	4	0.00051
clkbuf	85	0.0069
a31oi	64	0.0082
buf	168	0.025
nand3b	5	0.00077
nor2b	4	0.00051
edfxtp	1024	0.63
or3	1	0.00013
a22oi	192	0.030
mux2i	1024	0.21
nand2	195	0.015
nor2	35	0.0027
a22o	128	0.023
nor3	64	0.0066
nand3	194	0.020
or3b	3	0.00054
or2	2	0.00026
and2	2	0.00026
## power by group
part	total, W	leakage, nW	internal (W)	switching [W]
registers	0.00564	9.22	0.00562	0.0000250
clock network	0.00437	1.55	0.00245	0.00191
logic	0.00103	9.39	0.000393	0.000641
total	0.0110	20.2	0.00846	0.00258
## through the flow
| step | setup WS (ps) | area (um2) | util | total power (W) |
|---|---|---|---|---|
| 5_1_grt | 1840 | 56000 | 0.348 | 0.0114 |
| 4_1_cts | 2010 | 56000 | 0.348 | 0.0111 |
| 6_report | 2000 | 56000 | 0.348 | 0.0110 |
| 2_1_floorplan | 4050 | 48800 | - | 0.00632 |
| 3_5_place_dp | 2020 | 52800 | 0.328 | 0.00678 |
| 3_3_place_gp | 2050 | 52800 | 0.328 | 0.00678 |
## routing by layer
layer / GRT usage / vias up
met1: 0.241 / 15400
li1: - / 13600
met4: 0.0536 / 24
met2: 0.304 / 1594
met5: 0.00535 / -
met3: 0.110 / 276
Power is estimated from default activity; no workload was simulated.
