==> design/flow/design.v <==
module RegisterFile #(
    parameter A_WIDTH = 5,
    D_WIDTH = 32
) (
    input logic CLK,
    input logic trigger,
    input logic WE3,
    input logic [A_WIDTH-1:0] A1,
    input logic [A_WIDTH-1:0] A2,
    input logic [A_WIDTH-1:0] A3,
    input logic [D_WIDTH-1:0] WD3,
    output logic [D_WIDTH-1:0] RD1,
    output logic [D_WIDTH-1:0] RD2,
    output logic [D_WIDTH-1:0] a0
);
  logic [D_WIDTH-1:0] REG_FILE[2**A_WIDTH-1:0];
  initial for (int i = 0; i < $size(REG_FILE); i++) REG_FILE[i] = 32'b0;
  always_comb begin
    a0  = REG_FILE[10];
    RD1 = REG_FILE[A1];
    RD2 = REG_FILE[A2];
  end
    always_ff @(negedge CLK) begin
    if (WE3 & A3 != 0) REG_FILE[A3] <= WD3;
    if (trigger) REG_FILE[5] <= 32'b1;
  end
endmodule
==> design/flow/run.sh <==
#!/bin/bash
# OpenROAD 26Q1-2900-gdf79404cd8, Yosys 0.63+post, stock flow scripts
make -C /OpenROAD-flow-scripts/flow DESIGN_CONFIG=/design/flow/config.mk WORK_HOME=/design/flow/orfs finish
==> design/flow/config.mk <==
export PLATFORM = sky130hd
export DESIGN_NAME = RegisterFile
export DESIGN_NICKNAME = RegisterFile
export VERILOG_FILES = /design/flow/design.v
export SDC_FILE = /design/flow/constraint.sdc
export NUM_CORES = 4
export LEC_CHECK = 1
export CORE_UTILIZATION = 30
==> design/flow/constraint.sdc <==
current_design RegisterFile

set clk_period 10.7
set clk_io_pct 0.2

create_clock -name clk0 -period $clk_period [get_ports {CLK}]

set non_clock_inputs [all_inputs -no_clocks]
set_input_delay [expr $clk_period * $clk_io_pct] -clock clk0 $non_clock_inputs
set_output_delay [expr $clk_period * $clk_io_pct] -clock clk0 [all_outputs]
==> flow_metrics.tcl <==
# metrics dict for downstream scripts
set metrics [dict create \
    outcome "finished, final reports clean" \
    ys_seq_share 0.6222 \
    die_area_mm2 0.1646 \
    setup_violations 0 \
    crit_arrival_ps 8210 \
    path_cells "mux2i_1 > a22o_1 > nor3_1 > a31oi_1 > nand3_1 > clkdlybuf4s50_1" \
    path_class "reg2out" \
    warnings 1027 \
    dp.cells 5704 \
    ys_warn_count 1 \
    vdd_ir_drop_max_mv 0.1381 \
    cap_violations 0 \
    crit_buf_inv 1 \
    clock_tree.root_cell "clkbuf_16" \
    grt_usage 0.1987 \
    end_kind "output port" \
    regMostFlops "REG_FILE" \
    synth.area.top_cells "edfxtp_1, mux2i_1, a22oi_1" \
    postCtsSetupRepairBufs 0 \
    final_antenna_net_count 0 \
    slew_headroom 0.4467 \
    routed_wl_um 156300 \
    slew_violations 0 \
    setup_tns_ps 0 \
    postCtsResizedCells 0 \
    final_cells 6949 \
    ios 146 \
    h-tree-depth 3 \
    synth.most_common_cell "mux2i_1" \
    start_kind "flip-flop" \
    powerDensity_mw_per_mm2 177.9 \
    cpPeakStageDelay_ps 550 \
    holdBufCountCts 0 \
    drt_iter0_drc 2211 \
    skew_ps 0 \
    ys_cells 3494 \
    cts_tree "built" \
    cts_num_sinks 1024 \
    synth-main-ff-cell "edfxtp_1" \
    clock.latency.late_pin_ps 680 \
    grt_pass1_vias 37990 \
    cts_buffers 116 \
    max_slew.worst_pin.slew_ps 829.9 \
    critPathTopFamily "AND-OR/OR-AND gates" \
    routedWlPerCell_um 22.50 \
    top_area_frac 0.6091 \
    top_cells_by_count "mux2i_1, edfxtp_1, nand2_1" \
    avgViaCountPerCell 5.071 \
    hold_viol 0 \
    largest_register_ffs 1024 \
    clkTransAtPathRegs_ps 30 \
    syn_avg_cell_area_um2 14.00 \
    dp_hpwl_um 87660 \
    via_count 35240 \
    grt_max_degree 98 \
    finalPower_mw 10.85 \
    grt_overflow 0 \
    fp-row-count 147 \
    first_pass_iters 6 \
    finish.utilization 0.3783 \
    die_w_um 405.7 \
    yosys-stat-area_mm2 0.04890 \
    core-area_mm2 0.1611 \
    area_delta_synth_final_pct 24.64 \
    holdWs_ps 469.1 \
    syn-cell-area_mm2 0.04890 \
    antenna_found_initial 10 \
    reg.largest.list "REG_FILE: 1024 flops" \
    drive_above_1_share 0.07675 \
    cts_max_path_buffers 3 \
    min_path_type "reg2reg" \
    die_h_um 405.7 \
    grt_pass1_wl_um 226900 \
    crit_required_ps 8560 \
    p_leak_nw 26.27 \
    async_flop_share 0 \
    synth_cells 3494 \
    synth-edff-count 992 \
    ys_ff 1024 \
    top_area_cell "edfxtp_1" \
    numPortBuffers 145 \
    initial_core_util 0.3035 \
    place.gp.congestion 0.8740 \
    synthDistinctLibCells 27 \
    rsz0062_at_grt "no" \
    drc 0 \
    crit_fanout 2 \
    crit_slowest_cell "clkdlybuf4s50_1" \
]
## worst min-delay path: stages (launching register included)
cell	delay [ps]
dfxtp_1	310
nand2_1	50
a21oi_1	50
## metal layers
metal	global-route usage	vias up	wire, um	part of all wire
li1	-	16090	-	-
met1	0.2299	16980	57920	0.37
met2	0.2803	1869	70520	0.45
met3	0.1472	287	23200	0.15
met4	0.07991	17	4475	0.029
met5	0.006839	-	207	0.0013
## layout make-up
cell class              instances  area (um2)
fillers                     14940      100200
flip-flops and latches       1024       30430
multi-input cells            2237       17300
clock inverters              1120        4768
clock buffers                 119        2978
repair buffers                282        2760
well taps                    2160        2703
diodes                          7       17.52
## cell usage in the layout (no fill, tap or decap), types with 33 or more instances in the layout
master / instances
a22oi_1: 192
buf_4: 115
inv_1: 1062
edfxtp_1: 992
a31oi_1: 64
nand2_1: 257
nor3_1: 64
a22o_1: 128
nor2_4: 33
clkdlybuf4s50_1: 142
a21oi_1: 223
nand3_1: 194
clkbuf_16: 119
mux2i_1: 1024
## cells by family after synthesis
logic type / count (synthesis) / synth area share
simple gates: 574 / 0.05214
mux: 1024 / 0.2096
compound gates: 607 / 0.08341
flops: 1024 / 0.6222
other cells: 1 / 0.00007668
buf+inv: 264 / 0.03254
## per-stage QoR
stage,worst slack (ps),instance area [um2]
CTS,333.6,60930
finish,350.5,60950
global placement,840.4,53190
detailed placement,824.2,53190
floorplan,790.1,49020
global route,100.4,60930
## worst paths after layout
| kind | start | endpoint | slack, ps | cells past startpoint |
|---|---|---|---|---|
| hold / removal | REG_FILE[5][27] | REG_FILE[5][27] | 470 | 2 |
| hold reg to reg | REG_FILE[5][27] | REG_FILE[5][27] | 470 | 2 |
| setup reg to reg | REG_FILE[5][23] | REG_FILE[5][23] | 10010 | 2 |
| setup / recovery | REG_FILE[4][13] | RD2[13] | 350 | 6 |
## where the power goes
part	switching [mW]	internal [mW]
Clock	2.53	2.94
Combinational	0.536	0.319
Sequential	0.0254	4.49
Total	3.09	7.75
Power figures rest on the tool's default switching activity, not on a simulated workload.
